--- config.mk ---
export PLATFORM = sky130hd
export DESIGN_NAME = sector_header
export DESIGN_NICKNAME = sector_header
export VERILOG_FILES = /design/flow/design.v
export SDC_FILE = /design/flow/constraint.sdc
export NUM_CORES = 4
export LEC_CHECK = 1
export CORE_UTILIZATION = 40
--- constraint.sdc ---
current_design sector_header

set clk_period 3.6
set clk_io_pct 0.2

create_clock -name clk0 -period $clk_period [get_ports {i_Clk}]

set non_clock_inputs [all_inputs -no_clocks]
set_input_delay [expr $clk_period * $clk_io_pct] -clock clk0 $non_clock_inputs
set_output_delay [expr $clk_period * $clk_io_pct] -clock clk0 [all_outputs]
--- design.v ---
function automatic [15:0] crc;
    input [15:0] crcIn;
    input [7:0] data;
begin
    crc[0] = crcIn[8] ^ crcIn[12] ^ data[0] ^ data[4];
    crc[1] = crcIn[9] ^ crcIn[13] ^ data[1] ^ data[5];
    crc[2] = crcIn[10] ^ crcIn[14] ^ data[2] ^ data[6];
    crc[3] = crcIn[11] ^ crcIn[15] ^ data[3] ^ data[7];
    crc[4] = crcIn[12] ^ data[4];
    crc[5] = crcIn[8] ^ crcIn[12] ^ crcIn[13] ^ data[0] ^ data[4] ^ data[5];
    crc[6] = crcIn[9] ^ crcIn[13] ^ crcIn[14] ^ data[1] ^ data[5] ^ data[6];
    crc[7] = crcIn[10] ^ crcIn[14] ^ crcIn[15] ^ data[2] ^ data[6] ^ data[7];
    crc[8] = crcIn[0] ^ crcIn[11] ^ crcIn[15] ^ data[3] ^ data[7];
    crc[9] = crcIn[1] ^ crcIn[12] ^ data[4];
    crc[10] = crcIn[2] ^ crcIn[13] ^ data[5];
    crc[11] = crcIn[3] ^ crcIn[14] ^ data[6];
    crc[12] = crcIn[4] ^ crcIn[8] ^ crcIn[12] ^ crcIn[15] ^ data[0] ^ data[4] ^ data[7];
    crc[13] = crcIn[5] ^ crcIn[9] ^ crcIn[13] ^ data[1] ^ data[5];
    crc[14] = crcIn[6] ^ crcIn[10] ^ crcIn[14] ^ data[2] ^ data[6];
    crc[15] = crcIn[7] ^ crcIn[11] ^ crcIn[15] ^ data[3] ^ data[7];
end
endfunction
module sector_header (
	input i_Reset,
	input i_Clk,
	input i_Sync,
	input [7:0] i_Data,
	input i_Valid,
	output [7:0] o_Track,
	output [7:0] o_Side,
	output [7:0] o_Sector,
	output [7:0] o_SectorSize,  
	output o_CRCError,
	output o_Valid);
	localparam WAIT_SYNC = 4'd0;
	localparam WAIT_A1_0 = 4'd1;
	localparam WAIT_A1_1 = 4'd2;
	localparam WAIT_A1_2 = 4'd3;
	localparam WAIT_FE = 4'd4;
	localparam GET_TRACK = 4'd5;
	localparam GET_SIDE = 4'd6;
	localparam GET_SECTOR = 4'd7;
	localparam GET_SECTOR_SIZE = 4'd8;
	localparam GET_CRC0 = 4'd9;
	localparam GET_CRC1 = 4'd10;
	localparam CHECK_CRC = 4'd11;
	reg [7:0] r_Track;
	reg [7:0] r_Side;
	reg [7:0] r_Sector;
	reg [7:0] r_SectorSize;
	reg [15:0] r_CRCRead;
	reg [15:0] r_CRCCalc;
	reg [3:0] r_State;
	reg r_CRCError;
	reg r_Valid;
	always @(posedge i_Clk or posedge i_Reset)
	begin
		if (i_Reset)
		begin
			r_State <= WAIT_SYNC;
			r_CRCError <= 0;
		end
		else
		begin
			if (i_Sync && (r_State != WAIT_A1_1) && (r_State != WAIT_A1_2))
			begin
				r_State <= WAIT_A1_0;
				r_CRCCalc <= 16'hffff;
			end
			else if (i_Valid)
			begin
				if (r_State < GET_CRC0)
					r_CRCCalc <= crc(r_CRCCalc, i_Data);
				case (r_State)
				WAIT_A1_0:
					if (i_Data == 8'hA1)
						r_State <= WAIT_A1_1;
					else
						r_State <= WAIT_SYNC;
				WAIT_A1_1:
					if (i_Data == 8'hA1)
						r_State <= WAIT_A1_2;
					else
						r_State <= WAIT_SYNC;
				WAIT_A1_2:
					if (i_Data == 8'hA1)
						r_State <= WAIT_FE;
					else
						r_State <= WAIT_SYNC;
				WAIT_FE:
					if (i_Data == 8'hFE)
						r_State <= GET_TRACK;
					else
						r_State <= WAIT_SYNC;
				GET_TRACK:
					begin
						r_Track <= i_Data;
						r_State <= GET_SIDE;
					end
				GET_SIDE:
					begin
						r_Side <= i_Data;
						r_State <= GET_SECTOR;
					end
				GET_SECTOR:
					begin
						r_Sector <= i_Data;
						r_State <= GET_SECTOR_SIZE;
					end
				GET_SECTOR_SIZE:
					begin
						r_SectorSize <= i_Data;
						r_State <= GET_CRC0;
					end
				GET_CRC0:
					begin
						r_CRCRead[15:8] <= i_Data;
						r_State <= GET_CRC1;
					end
				GET_CRC1:
					begin
						r_CRCRead[7:0] <= i_Data;
						r_State <= CHECK_CRC;
					end
				default:
					r_State <= WAIT_SYNC;
				endcase
			end
			if (r_State == CHECK_CRC)
			begin
				if (r_CRCCalc == r_CRCRead)
					r_Valid <= 1;
				else
					r_CRCError <= 1;
				r_State <= WAIT_SYNC;
			end
			if (r_Valid)
				r_Valid <= 0;
			if (r_CRCError)
				r_CRCError <= 0;
		end
	end
	assign o_Track = r_Track;
	assign o_Side = r_Side;
	assign o_Sector = r_Sector;
	assign o_SectorSize = r_SectorSize;
	assign o_CRCError = r_CRCError;
	assign o_Valid = r_Valid;
endmodule
--- run.sh ---
#!/bin/bash
# OpenROAD 26Q1-2900-gdf79404cd8, Yosys 0.63+post, stock flow scripts
make -C /OpenROAD-flow-scripts/flow DESIGN_CONFIG=/design/flow/config.mk WORK_HOME=/design/flow/orfs finish
==> results.py <==
# Physical implementation metrics
metrics = {
    "status": {
        "run_status": "complete, no violations",
    },
    "yosys": {
        "synth.comb.largest_family": "XOR/XNOR gates",
        "synth_stat.cells": 212,
        "postSynth.asyncResetShare": 0.167,
        "synth-main-ff-cell": "edfxtp_1",
        "xor_xnor_cells_area_fraction": 0.110,
        "top_count_cell_post_synth": "edfxtp_1",
        "ys_sh_simple": 0.106,
        "yosysUniqueCellTypes": 37,
        "synth_sequential_area_ratio": 0.723,
        "topCellsByArea": "edfxtp_1 (62%), dfrtp_1 (9.5%), xor2_1 (5.6%)",
        "yosysTopAreaCellShare": 0.620,
        "largest_area_cell": "edfxtp_1",
        "edff_count_synth": 65,
        "synth-area-yosys_sq_um": 3150,
        "post_synth_top_cells": "edfxtp_1 (65), nand2_1 (31), xor2_1 (20)",
        "synthesis.yosys.warnings": 1,
        "fa_ha_maj_cells_area_fraction": 0,
        "syn-cell-area_sq_um": 3150,
        "aoi_share": 0.0449,
        "synth_flops": 78,
        "synthesis.area_per_instance_sq_um": 14.9,
        "post_synth_mux_area_share": 0,
        "synth_cells": 212,
    },
    "critical_path": {
        "worstReg2RegStart": "r_State[8]$_DFF_PP0_",
        "endpoint_kind": "register",
        "cp.required_ps": 3670,
        "crit-reg2reg-capture": "r_CRCRead[2]$_DFFE_PP_",
        "maximum_fanout_encountered_on_the_critical_timing_path": 9,
        "worstSetupStartpointType": "input port",
        "path_class": "input port to register",
        "setup.reg_to_reg.worst_slack_ps": 1510,
        "worst-r2r-cell-count": 4,
        "timing.critical_path.arrival_ps": 2420,
    },
    "final_timing": {
        "rsz0062_at_grt": "no",
        "timing.max_slew.rel_slack": 0.557,
        "final.period_utilization": 0.651,
        "setup_viol": 0,
        "finClkSkew_ps": 10.3,
        "layout_min_cycle_time_ps": 2340,
        "finalHoldViolCount": 0,
        "fmax_mhz": 427,
        "slew_viol_final": 0,
        "timing.setup.tns_ps": 0,
        "timing_worst_slew_pin_value_ps": 665,
    },
    "drt": {
        "wl_met1_um": 2820,
        "met3RoutedLength_um": 477,
        "n_diodes": 0,
        "detail_route.first_pass.iterations": 4,
        "drt-wirelength-per-cell_um": 16.7,
        "drc": 0,
        "drt-total-wl_um": 6270,
        "viasPerCell": 4.98,
        "wl_met2_um": 2870,
        "drt_iter0_markers": 65,
        "routed-via-count": 1868,
        "drtAntennaViolNets": 0,
        "top_layer_used": "met4",
    },
    "clocking": {
        "cts_root_buffer": "clkbuf_8",
        "post_cts_resize_count": 0,
        "clk-insertion-delay-late_ps": 350,
        "htree_num_levels": 3,
        "cts.clk_slew.worst_paths_ps": 80,
        "post_cts.repair.setup_buffers": 0,
        "numCtsBuffers": 9,
        "tritoncts": "built",
        "cts_hold_buffers": 0,
        "cts-root-to-sink-buffers": 2,
        "cts.sink_count": 78,
    },
    "die": {
        "core_region_area_sq_um": 7450,
        "chipArea_sq_um": 8240,
        "io-pin-count": 46,
        "fp-row-count": 31,
        "die_height_um": 90.8,
        "fp.dieW_um": 90.8,
        "floorplan.core_util": 0.423,
    },
    "power_and_ir_drop": {
        "clock_power_share": 0.377,
        "reported_leakage_power_nw": 1.41,
        "switchingPower_w": 0.000359,
        "p_sw_frac": 0.213,
        "power_per_cell_area_nw_per_um2": 427,
        "share_comb_of_total_power": 0.043,
        "ir_drop_uv": 161,
        "cell_internal_pwr_w": 0.00133,
        "p_seq_frac": 0.581,
    },
    "global_routing": {
        "grt_remaining_overflow": 0,
        "grt_util_all_layers": 0.174,
        "antenna_found_initial": 0,
        "first_pass_grt_wire_length_um": 10100,
        "grt_max_degree": 17,
        "first_global_vias": 1873,
    },
    "flow_run": {
        "tool_warnings": 25,
        "drv.max_cap_violation_count": 0,
    },
    "placed_design": {
        "place.port_buffers": 45,
        "detailedPlacementHpwl_um": 4250,
        "cell_area_after_placement_sq_um": 3760,
        "place_inst": 359,
        "finalWeightedCongestion": 0.836,
    },
    "min_path": {
        "hold_path.startpoint": "r_State[10]$_DFF_PP0_",
        "timing.hold.worst.class": "register to register",
        "hold_depth": 1,
        "min_delay_worst_endpoint": "r_State[0]$_DFF_PP1_",
    },
    "final_layout": {
        "areaGrowthSynthToFinish_pct": 25.4,
        "layout-drive-gt1-share": 0.116,
        "design_area_sq_um": 3950,
        "layout.cells.non_filler": 375,
    },
}
## logic make-up after synthesis
family | count (synthesis)
compound gates | 21
xor+xnor | 38
flops | 78
simple gates | 65
buf+inv | 10
## through the flow
stage | worst slack, ps | total power, W | hold slack [ps] | utilization
finish | 1260 | 0.00169 | 544 | 0.530
floorplan | 1010 | 0.00104 | 475 | -
detailed placement | 881 | 0.00107 | 533 | 0.505
CTS | 1220 | 0.00170 | 552 | 0.530
global placement | 892 | 0.00107 | 537 | 0.505
global route | 1080 | 0.00175 | 570 | 0.530
## worst max-delay path by stage
stage / startpoint / endpoint / slack [ps] / cells after the start
finish: i_Data[7] / r_CRCCalc[15]$_SDFFCE_PP1P_ / 1260 / 5
global route: i_Data[7] / r_CRCCalc[15]$_SDFFCE_PP1P_ / 1080 / 5
CTS: i_Data[7] / r_CRCCalc[15]$_SDFFCE_PP1P_ / 1220 / 5
## cell usage in the layout, fill, tap and decap left out, types with 2 or more instances in the layout
cell type | netlist | layout
nor3_1 | 6 | 6
nand2_1 | 31 | 31
xor2_1 | 20 | 20
o21ai_0 | 4 | 3
or2_2 | 2 | 2
a21oi_1 | 9 | 9
clkbuf_8 | 0 | 9
xor2_2 | 2 | 2
nand3_1 | 2 | 2
buf_4 | 0 | 9
nor2_1 | 7 | 7
clkdlybuf4s50_1 | 0 | 45
nor4_1 | 4 | 4
and2_1 | 2 | 2
edfxtp_1 | 65 | 65
clkinvlp_4 | 0 | 2
xnor2_1 | 16 | 16
inv_1 | 4 | 4
dfrtp_1 | 12 | 12
or2_1 | 2 | 2
## power by group through the flow
stage	sequential (W)	combinational, W	clock (W)
4_1_cts	0.000980	0.0000733	0.000650
5_1_grt	0.000980	0.0000808	0.000689
6_report	0.000980	0.0000721	0.000636
## registers in the layout, summed over array words and instances, names as in the netlist
register	cells
r_Track	8
r_Valid	1
r_SectorSize	8
r_CRCCalc	16
r_Sector	8
r_Side	8
r_CRCError	1
r_CRCRead	16
r_State	12
## layout make-up
cell class	count	area, sq um
clock buffer	10	128
clock inverter	6	62.6
fill	637	3500
inverter	4	15.0
multi-input combinational	124	825
sequential	78	2280
tap	99	124
timing repair buffer	54	518
## worst max-delay path: stages
cell and delay, ps:
clkdlybuf4s50_1 620, xnor2_1 560, xnor2_1 240, xnor2_1 200, nand2_1 70
## routing by layer
metal | up-vias | global-route usage
li1 | 879 | -
met1 | 908 | 0.298
met2 | 71 | 0.247
met3 | 10 | 0.0538
met4 | 0 | 0.0228
met5 | - | 0
Power is estimated from default activity; no workload was simulated.
