[design/flow/constraint.sdc]
current_design FIFO

set clk_period 92.8
set clk_io_pct 0.2

create_clock -name clk0 -period $clk_period [get_ports {i_Clk}]

set non_clock_inputs [all_inputs -no_clocks]
set_input_delay [expr $clk_period * $clk_io_pct] -clock clk0 $non_clock_inputs
set_output_delay [expr $clk_period * $clk_io_pct] -clock clk0 [all_outputs]
[design/flow/run.sh]
#!/bin/bash
# OpenROAD 26Q1-2900-gdf79404cd8, Yosys 0.63+post, stock flow scripts
make -C /OpenROAD-flow-scripts/flow DESIGN_CONFIG=/design/flow/config.mk WORK_HOME=/design/flow/orfs finish
[design/flow/config.mk]
export PLATFORM = sky130hd
export DESIGN_NAME = FIFO
export DESIGN_NICKNAME = FIFO
export VERILOG_FILES = /design/flow/design.v
export SDC_FILE = /design/flow/constraint.sdc
export NUM_CORES = 4
export LEC_CHECK = 1
export CORE_UTILIZATION = 50
[design/flow/design.v]
module FIFO #(parameter WIDTH = 8, 
              parameter DEPTH = 256)
  (input                     i_Rst_L,
   input                     i_Clk,
   input                     i_Wr_DV,
   input [WIDTH-1:0]         i_Wr_Data,
   input [$clog2(DEPTH)-1:0] i_AF_Level,
   output                    o_AF_Flag,
   output                    o_Full,
   input                     i_Rd_En,
   output                    o_Rd_DV,
   output reg [WIDTH-1:0]    o_Rd_Data,
   input [$clog2(DEPTH)-1:0] i_AE_Level,
   output                    o_AE_Flag,
   output                    o_Empty
   );
  reg [$clog2(DEPTH)-1:0] r_Wr_Addr, r_Rd_Addr;
  reg [$clog2(DEPTH):0] r_Count;   
  wire w_Rd_DV;
  wire [WIDTH-1:0] w_Rd_Data;
  RAM_2Port #(.WIDTH(WIDTH), .DEPTH(DEPTH)) FIFO_Inst 
    ( 
     .i_Wr_Clk(i_Clk),   
     .i_Wr_Addr(r_Wr_Addr),
     .i_Wr_DV(i_Wr_DV),
     .i_Wr_Data(i_Wr_Data),
     .i_Rd_Clk(i_Clk),
     .i_Rd_Addr(r_Rd_Addr),
     .i_Rd_En(i_Rd_En),
     .o_Rd_DV(w_Rd_DV),
     .o_Rd_Data(w_Rd_Data)
     );
  always @(posedge i_Clk or negedge i_Rst_L)
  begin
    if (~i_Rst_L)
    begin
      r_Wr_Addr <= 0;
      r_Rd_Addr <= 0;
      r_Count   <= 0;
    end
    else
    begin
      if (i_Wr_DV)
      begin
        if (r_Wr_Addr == (DEPTH-1))
          r_Wr_Addr <= 0;
        else
          r_Wr_Addr <= r_Wr_Addr + 1;
      end
      if (i_Rd_En)
      begin
        if (r_Rd_Addr == DEPTH-1)
          r_Rd_Addr <= 0;
        else
          r_Rd_Addr <= r_Rd_Addr + 1;
      end
      if (i_Rd_En & ~i_Wr_DV)
      begin
        if (r_Count != 0)
        begin
          r_Count <= r_Count - 1;
        end
      end
      else if (i_Wr_DV & ~i_Rd_En)
      begin
        if (r_Count != DEPTH)
        begin
          r_Count <= r_Count + 1;
        end
      end
      if (i_Rd_En)
      begin
        o_Rd_Data <= w_Rd_Data;
      end
    end  
  end  
  assign o_Full  = (r_Count == DEPTH) || (r_Count == DEPTH-1 && i_Wr_DV && !i_Rd_En);
  assign o_Empty = (r_Count == 0);
  assign o_AF_Flag = (r_Count > DEPTH - i_AF_Level);
  assign o_AE_Flag = (r_Count < i_AE_Level);
  assign o_Rd_DV = w_Rd_DV;
  // synthesis translate_off
  always @(posedge i_Clk)
  begin
    if (i_Rd_En && !i_Wr_DV && r_Count == 0)
    begin
      $error("Error! Reading Empty FIFO");
    end
    if (i_Wr_DV && !i_Rd_En && r_Count == DEPTH)
    begin
      $error("Error! Writing Full FIFO");
    end
  end
  // synthesis translate_on
endmodule
module RAM_2Port #(parameter WIDTH = 16, DEPTH = 256)
  ( 
   input                     i_Wr_Clk,
   input [$clog2(DEPTH)-1:0] i_Wr_Addr,
   input                     i_Wr_DV,
   input [WIDTH-1:0]         i_Wr_Data,
   input                     i_Rd_Clk,
   input [$clog2(DEPTH)-1:0] i_Rd_Addr,
   input                     i_Rd_En,
   output reg                o_Rd_DV,
   output reg [WIDTH-1:0]    o_Rd_Data
   );
  reg [WIDTH-1:0] r_Mem[DEPTH-1:0];
  always @ (posedge i_Wr_Clk)
  begin
    if (i_Wr_DV)
    begin
      r_Mem[i_Wr_Addr] <= i_Wr_Data;
    end
  end
  always @ (posedge i_Rd_Clk)
  begin
    o_Rd_Data <= r_Mem[i_Rd_Addr];
    o_Rd_DV   <= i_Rd_En;
  end
endmodule
==> report_table.html <==
<h3>Flow metrics</h3>
<table>
<tr><th>Metric</th><th>Value</th></tr>
<tr><th colspan="2">Power</th></tr>
<tr><td>Standby leakage power</td><td>28.7 nW</td></tr>
<tr><td>Power per standard cell area</td><td>about 26 mW/mm2</td></tr>
<tr><td>Peak supply drop</td><td>about 0.000021 V</td></tr>
<tr><th colspan="2">Route</th></tr>
<tr><td>Routed WL per cell</td><td>33.4 um</td></tr>
<tr><td>Via count</td><td>between 40k and 50k</td></tr>
<tr><td>Number of iterations in the first detailed-routing pass</td><td>6</td></tr>
<tr><td>Remaining number of nets flagged by the antenna check after routing</td><td>0</td></tr>
<tr><td>Ant. Diodes</td><td>0</td></tr>
<tr><td>Post-route DRC violation count</td><td>0</td></tr>
<tr><td>Total wirelength of the detailed-routed design</td><td>around 220 mm</td></tr>
<tr><td>Average via count per standard cell</td><td>6.21</td></tr>
<tr><td>Starting DRC count in detailed routing</td><td>roughly 2.7k</td></tr>
<tr><th colspan="2">Synth</th></tr>
<tr><td>Mapped Avg Cell Area</td><td>around 21 um2</td></tr>
<tr><td>And-or/or-and share of the synthesized area</td><td>around 3.3%</td></tr>
<tr><td>Area figure in the yosys stat output</td><td>0.0820 mm2</td></tr>
<tr><td>Area share of xor/xnor cells in the synthesized design</td><td>0.224%</td></tr>
<tr><td>Main kind of combinational logic by area</td><td>multiplexers</td></tr>
<tr><td>Flip-flops with a built-in enable</td><td>between 2k and 2.5k</td></tr>
<tr><td>Proportion of synthesized chip area in sequential cells</td><td>between 70 and 80%</td></tr>
<tr><td>Async set-or-reset flop fraction in the synthesized netlist</td><td>1.20%</td></tr>
<tr><td>Dominant flop cell</td><td>sky130_fd_sc_hd__edfxtp_1</td></tr>
<tr><td>Number of distinct library cells after synthesis</td><td>about 74</td></tr>
<tr><td>Area of the mapped netlist</td><td>approximately 0.08 mm2</td></tr>
<tr><td>Fraction of the mapped netlist area in simple logic gates</td><td>under 10%</td></tr>
<tr><td>Multiplexer share</td><td>~15%</td></tr>
<tr><td>Gate Count Post-Synth</td><td>just under 4k</td></tr>
<tr><td>Adder Share, Synth</td><td>less than 1%</td></tr>
<tr><td>Seq cells post-synth</td><td>between 2k and 2.5k</td></tr>
<tr><td>Number of cell instances after yosys synthesis</td><td>between 3k and 4k</td></tr>
<tr><td>Synth warn</td><td>3</td></tr>
<tr><th colspan="2">Timing</th></tr>
<tr><td>Final critical-path setup slack</td><td>52.90 ns</td></tr>
<tr><td>Relative slew slack</td><td>a little under a fifth</td></tr>
<tr><td>Final Skew</td><td>0.0326 ns</td></tr>
<tr><td>Final worst path period share</td><td>between 40 and 50%</td></tr>
<tr><td>Max Clk Rate</td><td>~0.025 GHz</td></tr>
<tr><td>Shortest clock period the worst path allows after layout</td><td>between 30 and 40 ns</td></tr>
<tr><td>Number of setup violations in the final report</td><td>0</td></tr>
<tr><td>Max-slew violation count</td><td>0</td></tr>
<tr><td>Measured slew at the worst slew-check pin</td><td>about 1.2 ns</td></tr>
<tr><td>Setup repair after global routing missed its margin</td><td>false</td></tr>
<tr><td>Final number of hold-violating endpoints</td><td>0</td></tr>
<tr><td>Hold_ws</td><td>0.402 ns</td></tr>
<tr><td>Accumulated negative setup slack</td><td>0 ns</td></tr>
<tr><th colspan="2">Die</th></tr>
<tr><td>Boundary Pins</td><td>41</td></tr>
<tr><td>Cell Rows</td><td>148</td></tr>
<tr><td>Core utilization before placement</td><td>roughly half</td></tr>
<tr><td>Die area</td><td>around 0.17 mm2</td></tr>
<tr><td>Die boundary height</td><td>slightly above 400 um</td></tr>
<tr><td>Floorplan core area</td><td>between 0.15 and 0.2 mm2</td></tr>
<tr><td>Die outline width</td><td>between 400 and 500 um</td></tr>
<tr><th colspan="2">Clock network</th></tr>
<tr><td>H-tree level count</td><td>4</td></tr>
<tr><td>Number of post-CTS setup repair buffers</td><td>0</td></tr>
<tr><td>Number of clock sinks seen by CTS</td><td>roughly 2.1k</td></tr>
<tr><td>TritonCTS clock tree</td><td>built</td></tr>
<tr><td>Number of gates resized after CTS</td><td>0</td></tr>
<tr><td>Clock latency at the later pin of the worst-skew pair</td><td>0.83 ns</td></tr>
<tr><td>Number of CTS-inserted buffers</td><td>209</td></tr>
<tr><td>Post-CTS Hold Fix Bufs</td><td>0</td></tr>
<tr><td>Clk root buf</td><td>sky130_fd_sc_hd__clkbuf_16</td></tr>
<tr><td>Buffers from clock root to sink, at most</td><td>3</td></tr>
<tr><td>Clock-pin transition on the worst setup and hold timing paths</td><td>around 0.06 ns</td></tr>
<tr><th colspan="2">Worst setup path</th></tr>
<tr><td>Longest individual stage delay on the worst path</td><td>between 0.5 and 0.6 ns</td></tr>
<tr><td>Slowest cell on the critical path</td><td>sky130_fd_sc_hd__clkdlybuf4s50_1</td></tr>
<tr><td>Startpoint of the worst-slack reg-to-reg timing path</td><td>r_Rd_Addr[0]</td></tr>
<tr><td>Last element of the critical path</td><td>o_AF_Flag</td></tr>
<tr><td>Data arrival time of the worst path</td><td>roughly 21 ns</td></tr>
<tr><td>Critical-path maximum fanout</td><td>4</td></tr>
<tr><td>Setup crit start</td><td>i_AF_Level[0]</td></tr>
<tr><td>CP required</td><td>~74 ns</td></tr>
<tr><td>Depth of the most critical reg-to-reg path</td><td>12</td></tr>
<tr><td>Path length in cells of the critical path</td><td>13</td></tr>
<tr><td>Crit path capture type</td><td>primary output</td></tr>
<tr><td>Setup CP Type</td><td>input pin to primary output</td></tr>
<tr><td>Crit path cell chain</td><td>clkdlybuf4s50_1 -&gt; inv_1 -&gt; ha_1 -&gt; inv_1 -&gt; ha_1 -&gt; nor2b_1 -&gt; o21a_1 -&gt; o21a_1 -&gt; o21a_1 -&gt; o211ai_1 -&gt; a21boi_0 -&gt; o31a_1 -&gt; clkdlybuf4s50_1</td></tr>
<tr><td>Reg2Reg Setup Slack</td><td>87.38 ns</td></tr>
<tr><td>CP Buf/Inv Count</td><td>4</td></tr>
<tr><td>Endpoint of the worst register-to-register path</td><td>FIFO_Inst.o_Rd_Data[3]</td></tr>
<tr><td>Critical path's top delay family</td><td>buffers and inverters</td></tr>
<tr><td>Kind of start point of the critical path</td><td>input pin</td></tr>
<tr><td>Library cell appearing most often on the critical path</td><td>sky130_fd_sc_hd__o21a_1</td></tr>
<tr><th colspan="2">Global route</th></tr>
<tr><td>Overall overflow remaining after global route</td><td>0</td></tr>
<tr><td>First-pass GRT wire length</td><td>between 300 and 400 mm</td></tr>
<tr><td>Via count of the first global-routing pass</td><td>44.0k</td></tr>
<tr><td>Overall fraction of global-route tracks in use</td><td>between 30% and 40%</td></tr>
<tr><td>Largest net degree at the start of global routing</td><td>approximately 130</td></tr>
<tr><td>Initial antenna violation count</td><td>11</td></tr>
<tr><th colspan="2">Flow run</th></tr>
<tr><td># Max-Cap Violations</td><td>0</td></tr>
<tr><td>Number of OpenROAD warnings</td><td>33</td></tr>
<tr><th colspan="2">Place</th></tr>
<tr><td>Total of buffers placed on input and output ports</td><td>approximately 40</td></tr>
<tr><td>Setup Slack @ Placement</td><td>roughly 53 ns</td></tr>
<tr><td>Post-placement cell count</td><td>just over 6k</td></tr>
<tr><td>Final estimated routing congestion in global placement</td><td>0.918</td></tr>
<tr><td>Half-perimeter wire length of the detailed placement result</td><td>~130 mm</td></tr>
<tr><th colspan="2">Final layout</th></tr>
<tr><td>Final non-filler cell total</td><td>6,513</td></tr>
<tr><td>Synth-to-layout area growth</td><td>11.9%</td></tr>
<tr><td>Fraction of layout instances using a drive strength above 1</td><td>22.1%</td></tr>
<tr><th colspan="2">Worst hold path</th></tr>
<tr><td>Min-Delay Path Class</td><td>flop to flop</td></tr>
<tr><th colspan="2">Status</th></tr>
<tr><td>Outcome</td><td>complete, no violations</td></tr>
</table>
==> cell families (layout without fill, tap and decap cells) <==
logic type,after synthesis,after routing
AND-OR/OR-AND,391,391
XOR/XNOR,21,21
adder cells (fa/ha/maj),31,31
buffers and inverters,261,629
flip-flops,2090,2090
multiplexers,614,614
AND/OR/NAND/NOR,562,562
==> worst register-to-register path: stages (launching register included) <==
cell and delay [ns]:
sky130_fd_sc_hd__dfrtp_4 0.73, sky130_fd_sc_hd__buf_4 0.70, sky130_fd_sc_hd__buf_4 0.64, sky130_fd_sc_hd__buf_4 0.53, sky130_fd_sc_hd__mux2_2 0.42, sky130_fd_sc_hd__o22ai_1 0.15
sky130_fd_sc_hd__a221oi_1 0.11, sky130_fd_sc_hd__buf_4 0.19, sky130_fd_sc_hd__nor4_1 0.82, sky130_fd_sc_hd__a31oi_1 0.37, sky130_fd_sc_hd__o31ai_1 0.33, sky130_fd_sc_hd__buf_4 0.22
sky130_fd_sc_hd__a211oi_1 0.10
==> cells in the mapped netlist, drive strengths merged, types with 3 or more instances <==
| cell type | number | share of area [%] |
|---|---|---|
| mux2i | 121 | 1.5 |
| or4 | 3 | 0.027 |
| mux2 | 17 | 0.23 |
| a31o | 3 | 0.032 |
| xnor2 | 12 | 0.13 |
| o22ai | 23 | 0.18 |
| ha | 30 | 0.46 |
| a211oi | 14 | 0.13 |
| nor4 | 10 | 0.076 |
| a21o | 7 | 0.064 |
| o31ai | 7 | 0.064 |
| a21boi | 3 | 0.027 |
| o221ai | 9 | 0.096 |
| nand2 | 109 | 0.50 |
| a22oi | 92 | 0.84 |
| nor2 | 295 | 1.4 |
| nand3b | 4 | 0.037 |
| a21oi | 73 | 0.45 |
| xor2 | 9 | 0.096 |
| o21ai | 52 | 0.32 |
| and2 | 6 | 0.046 |
| a31oi | 12 | 0.092 |
| o211ai | 3 | 0.027 |
| nand2b | 11 | 0.084 |
| a2111oi | 7 | 0.082 |
| nand4 | 12 | 0.092 |
| nand3 | 50 | 0.31 |
| o41ai | 3 | 0.032 |
| dfrtp | 25 | 0.76 |
| nor2b | 17 | 0.13 |
| buf | 142 | 1.2 |
| o2111ai | 5 | 0.053 |
| mux4 | 476 | 13 |
| or2 | 3 | 0.023 |
| o21a | 5 | 0.046 |
| edfxtp | 2056 | 75 |
| a22o | 23 | 0.25 |
| nor3 | 33 | 0.20 |
| o32ai | 3 | 0.032 |
| clkbuf | 92 | 0.43 |
| inv | 26 | 0.12 |
| a221oi | 34 | 0.38 |
| dfxtp | 9 | 0.22 |
==> layout make-up <==
type | instances | area [um2]
repair buffers | 221 | 1900
well taps | 2175 | 2720
clock buffers | 277 | 5630
flip-flops and latches | 2090 | 62600
clock inverters | 104 | 832
multi-input cells | 1619 | 18000
fillers | 11926 | 71000
inverters | 27 | 104
==> power by group <==
group | internal (mW) | total (mW) | leakage, nW | switching [mW]
sequential | 1.05 | 1.07 | 18.9 | 0.0211
combinational | 0.167 | 0.522 | 6.73 | 0.355
clock | 0.453 | 0.800 | 3.15 | 0.347
total | 1.67 | 2.39 | 28.7 | 0.723
==> layout by cell type, fill, tap and decap left out, drive strengths merged, types with 14 or more instances in the layout <==
| cell type | count |
|---|---|
| clkdlybuf4s50 | 32 |
| nor2 | 295 |
| a211oi | 14 |
| clkbuf | 285 |
| nor2b | 17 |
| nor3 | 33 |
| dfrtp | 25 |
| a22o | 23 |
| nand2 | 109 |
| nand3 | 50 |
| o21ai | 52 |
| mux2 | 17 |
| o22ai | 23 |
| a22oi | 92 |
| edfxtp | 2056 |
| clkinv | 84 |
| inv | 31 |
| mux2i | 121 |
| ha | 30 |
| buf | 181 |
| mux4 | 476 |
| a21oi | 73 |
| a221oi | 34 |
==> stage by stage <==
stage / power, mW / utilization (%) / cell area (um2)
after floorplan: 1.36 / - / 82000
after global placement: 1.61 / 52.4 / 85300
after detailed placement: 1.61 / 52.4 / 85300
after CTS: 2.40 / 56.4 / 91700
after global routing: 2.47 / 56.4 / 91700
final: 2.39 / 56.4 / 91700
==> sequential cells by signal, indices dropped and copies added (netlist names) <==
register and flops:
FIFO_Inst.r_Mem 2048, r_Count 9, FIFO_Inst.o_Rd_DV 1, FIFO_Inst.o_Rd_Data 8, r_Rd_Addr 8, o_Rd_Data 8, r_Wr_Addr 8
==> worst min path at each step <==
stage / startpoint / end / cells after the start
4_1_cts: FIFO_Inst.o_Rd_Data[1] / o_Rd_Data[1] / 0
5_1_grt: FIFO_Inst.o_Rd_Data[1] / o_Rd_Data[1] / 0
6_report: FIFO_Inst.o_Rd_Data[1] / o_Rd_Data[1] / 0
==> routing by layer <==
metal / track usage, % / up-vias / routed length, um
li1: - / 16926 / -
met1: 41.5 / 20550 / 69900
met2: 41.6 / 2541 / 99500
met3: 24.7 / 395 / 41200
met4: 7.05 / 24 / 6840
met5: 0.743 / - / 239
Power and IR drop assume default switching activity.
