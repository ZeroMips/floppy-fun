==> /design/flow/design.v <==
module vga_timing (
	input i_Clk,
	output o_DE,
	output o_HSync,
	output o_VSync);
	reg [9:0] h_ctr = 0;
	reg [9:0] v_ctr = 0;
	reg r_h_sync;
	reg r_v_sync;
	reg r_h_active;
	reg r_v_active;
	localparam POS_H_SYNC = 96;
	localparam POS_H_BACKPORCH = POS_H_SYNC + 48;
	localparam POS_H_ACTIVE = POS_H_BACKPORCH + 640;
	localparam POS_H_FRONTPORCH = POS_H_ACTIVE + 16;
	localparam H_POL = 0;
	localparam POS_V_SYNC = 2;
	localparam POS_V_BACKPORCH = POS_V_SYNC + 31;
	localparam POS_V_ACTIVE = POS_V_BACKPORCH + 480;
	localparam POS_V_FRONTPORCH = POS_V_ACTIVE + 11;
	localparam V_POL = 0;
	always @(posedge i_Clk)
	begin
		if (h_ctr < POS_H_SYNC)
		begin
			r_h_active <= 0;
			r_h_sync <= H_POL;
			h_ctr <= h_ctr + 1;
		end
		else if (h_ctr < POS_H_BACKPORCH)
		begin
			r_h_sync <= !H_POL;
			h_ctr <= h_ctr + 1;
		end
		else if (h_ctr < POS_H_ACTIVE)
		begin
			h_ctr <= h_ctr + 1;
			r_h_active <= 1;
		end
		else if (h_ctr < POS_H_FRONTPORCH)
		begin
			h_ctr <= h_ctr + 1;
			r_h_active <= 0;
		end
		else
		begin
			h_ctr <= 0;
			v_ctr <= v_ctr + 1;
		end
		if (v_ctr < POS_V_SYNC)
		begin
			r_v_sync <= V_POL;
		end
		else if (v_ctr < POS_V_BACKPORCH)
		begin
			r_v_sync <= !V_POL;
		end
		else if (v_ctr < POS_V_ACTIVE)
		begin
			r_v_active <= 1;
		end
		else if (v_ctr < POS_V_FRONTPORCH)
		begin
			r_v_active <= 0;
		end
		else
		begin
			v_ctr <= 0;
		end
	end
	assign o_HSync = r_h_sync;
	assign o_VSync = r_v_sync;
	assign o_DE = r_h_active && r_v_active;
endmodule
==> /design/flow/run.sh <==
#!/bin/bash
# OpenROAD 26Q1-2900-gdf79404cd8, Yosys 0.63+post, stock flow scripts
make -C /OpenROAD-flow-scripts/flow DESIGN_CONFIG=/design/flow/config.mk WORK_HOME=/design/flow/orfs finish
==> /design/flow/config.mk <==
export PLATFORM = sky130hd
export DESIGN_NAME = vga_timing
export DESIGN_NICKNAME = vga_timing
export VERILOG_FILES = /design/flow/design.v
export SDC_FILE = /design/flow/constraint.sdc
export NUM_CORES = 4
export LEC_CHECK = 1
export CORE_AREA = 10 10 93 93
export DIE_AREA = 0 0 103 103
==> /design/flow/constraint.sdc <==
current_design vga_timing

set clk_period 4.2
set clk_io_pct 0.2

create_clock -name clk0 -period $clk_period [get_ports {i_Clk}]

set non_clock_inputs [all_inputs -no_clocks]
set_input_delay [expr $clk_period * $clk_io_pct] -clock clk0 $non_clock_inputs
set_output_delay [expr $clk_period * $clk_io_pct] -clock clk0 [all_outputs]
==> summary.txt <==
Implementation numbers.

- The cell sequence reported for the critical path is and2_1 > clkdlybuf4s50_1.
- Post-CTS repair changed the size of 0 cells.
- The number of buffer and inverter instances along the worst setup path reads 1.
- The post-placement cell count reads 201.
- The gate count after technology mapping is 125.
- The post-synthesis adder-cell area fraction reads 0.03363.
- Setup repair after global routing left no endpoint under its margin.
- The overall routed net length reads ~1700 um.
- The via count of the first global-routing pass reads 709.
- The floorplan core density reads 0.1652.
- The layout stage reports a final design area of 0.001262 mm^2.
- The post-CTS hold buffer count recorded in the log is 0.
- The cell count of the worst hold path is 1.
- STA classifies the critical path startpoint as a register.
- For the worst setup path, the data arrival time is about 1200 ps.
- Once detailed placement completed, the half-perimeter wirelength came to 1204 um.
- The worst endpoint required time is 3360 ps.
- Post-route period utilization is reported as 0.4775.
- The final timing report derives a shortest allowable period of ~2000 ps.
- According to the Yosys statistics, the synthesized design has a chip area of 0.001116 mm^2.
- The flow reports an fmax of 498.7 MHz.
- The length of the first detailed-routing pass in iterations reads 4.
- The number of buffers inserted by port buffering reads 3.
- The largest delay contributor family on the critical path reads buffers and inverters.
- The warning count from the yosys run reads 1.
- For this run, the leading register cell type out of synthesis is dfxtp_1.
- The multiplexer share of the synthesized area reads 0.
- The post-CTS setup buffer count reads 0.
- The synthesized netlist contains 37 unique library cells.
- The routability congestion estimate reads 0.8562.
- Of all nets on the critical path, the largest fanout is 1.
- The share of synthesized cell area in and-or and or-and compound cells is 0.1435.
- The placeable core region reads 0.006756 mm^2.
- The first global-routing pass estimated 3015 um of wire.
- TritonCTS built the clock tree.
- The die extent in y is slightly above 100 um.
- The remaining max-slew budget at the tightest pin is 0.5923.
- The part of the Yosys area used for sequential elements reads 0.4395.
- The largest net degree at the start of global routing reads 19.
- The total number of vias is 807.
- The number of cells on the worst reg-to-reg path is 4.
- The overall track demand over capacity in global routing reads 0.03257.
- The maximum buffer depth of the clock tree is 2.
- The final tally of hold violations reads 0.
- For this run, design rule violations remaining after detail routing come to 0.
- Nets still carrying antenna violations after routing amount to 0.
- The number of cell rows reads 30.
- On the final layout, the worst clock skew is 3.329 ps.
- For this design, Yosys synthesis ends with a cell count of 125.
- Counting flops with a built-in enable in the synthesized netlist gives 1.
- The most common logic cells in the final layout are nor2_1, dfxtp_1, nand3_1.
- The average wire length per cell after detail routing reads about 8.5 um.
- The count of non-filler cells in the finished layout is 205.
- The total die size is 0.01061 mm^2.
- The netlist area before placement reads ~0.0011 mm^2.
- The measured slew at the worst slew-check pin is between 600 and 700 ps.
- The number of top-level design ports reads 4.
- The stage logs contain a warning count of 26.
- The number of antenna violations at the first check in global routing is 0.
- The power density relative to cell area reads a little over 300 mW/mm^2.
- The layout cell share with drive strength beyond 1 is 0.05600.
- The top logic cell family in the synthesized netlist is simple AND/OR/NAND/NOR gates.
- The final number of setup-violating endpoints reads 0.
- The script extracted a total leakage power of 0.4795 nW.
- The number of buffers added by the clock tree synthesis step reads 3.
- The proportion of netlist area held by the largest area contributor reads 0.4126.
- By startpoint and endpoint, the worst setup path is classified as register to primary output.
- The path category of the worst min-delay check reads register to register.
- Ranked by total cell area, the synthesized netlist is headed by dfxtp_1, nor2_1, xnor2_1.
- Looking at the critical path, the single cell with the biggest stage delay is clkdlybuf4s50_1.
- The worst-case IR drop observed on VDD is 0.1163 mV.
- The layout overhead on the synthesized area reads 13.12%.
- Measured along the x axis, the die boundary spans 103 um.
- The final cell utilization of the core reads 0.1869.
- The timing report lists the critical path depth as 2 cells.
- A synthesized cell averages 8.929 um^2.
- The area share of and/or/nand/nor cells after synthesis is 0.2377.
- The final global-route overflow total is 0.
- The root buffer selected by CTS reads clkbuf_8.
- The routed design ends up with an antenna cell count of 0.
- Setup total negative slack on the finished layout was measured at 0 ps.
- The initial DRC count reads 19.
- The post-placement cell area is 0.001207 mm^2.
- The number of max-capacitance violations reported reads 0.
- The total number of clock tree sinks reads 24.
- The cell-mix breakdown from Yosys lists the XOR/XNOR area share as 0.09417.
- For this run, asynchronously set or reset flops after synthesis account for 0.
- The worst setup path is captured at a primary output.
- The vias per cell reads 3.937.
- The run finished with clean final reports.
- As reported, the later end of the worst-skew pair has a clock insertion delay of 260 ps.
- In the CTS report, the clock slew at the register clock pins of the worst setup and hold paths is listed as 80 ps.
- The leading area contributor after synthesis is dfxtp_1.
- Pins over their slew limit in the final report were tallied at 0.
- The count of H-tree levels built during CTS reads 1.
- Among all stages on the critical path, the maximum delay recorded is 400 ps.
- Per the synth log, the flip-flop and latch total comes to 24.
worst reg2reg max path: stages (launching register included):
cell,delay [ps]
dfxtp_1,490
o311a_1,620
and3_1,370
nor2_1,80
a2111oi_2,320
power by group:
group / switching (mW) / total (mW) / internal [mW] / leakage, nW
combinational: 0 / 0.000000254 / 0 / 0.254
sequential: 0 / 0.229 / 0.229 / 0.197
clock: 0.0717 / 0.155 / 0.0836 / 0.0288
total: 0.0717 / 0.384 / 0.312 / 0.479
cells in the mapped netlist (all sizes together) (2+ instances only):
library cell   n
and4           2
a21oi          5
or3            3
o21ai          2
inv            5
nor3           3
nor2          23
dfxtp         23
and3           2
nand4          2
xnor2          6
and2           4
buf            5
nand3          7
a2111oi        2
nand2          4
ha             3
clkbuf         2
xor2           6
final cells by class:
type                       instances  area, um^2
clock buffer                       4       55.05
fill                             729        5494
inverter                           5       18.77
multi-input combinational         89       568.0
sequential                        24       490.5
tap                               80       100.1
timing repair buffer               3       30.03
path summary, 6_finish.rpt:
| check | startpoint | endpoint | slack [ps] |
|---|---|---|---|
| worst max-delay path | r_v_active$_SDFFCE_PP1P_ | o_DE | 2190 |
| worst min-delay path | r_h_active$_SDFFE_PP0P_ | r_h_active$_SDFFE_PP0P_ | 470 |
| worst min register to register | r_h_active$_SDFFE_PP0P_ | r_h_active$_SDFFE_PP0P_ | 470 |
| worst max register to register | h_ctr[5]$_DFF_P_ | v_ctr[3]$_DFF_P_ | 2230 |
metal layers:
layer	GRT usage	routed length (um)	vias up
li1	-	-	438
met1	0.04827	907	362
met2	0.05022	770	5
met3	0.001354	29	2
met4	0.009626	29	0
met5	0	0	-
registers in the layout (all words and copies together), names as in the netlist:
register and flops:
h_ctr 10, r_h_active 1, r_h_sync 1, r_v_active 1, r_v_sync 1, v_ctr 10
stage by stage:
step                setup WS (ps)  total power [mW]  hold WS, ps
floorplan                    2490            0.2340        422.9
global placement             2312            0.2340        452.1
detailed placement           2257            0.2340        450.9
CTS                          2168            0.3899        470.5
global route                 1976            0.3974        498.4
finish                       2195            0.3838        467.6
cell families (layout without fill, tap and decap cells):
group	count (synthesis)	count (layout)
flops	24	24
xor+xnor	12	12
simple gates	54	54
buf+inv	12	12
compound gates	20	20
fa+ha+maj	3	3
No activity file was given, so power comes from the tool's default toggle rates.
